==> ./design.v <==
module divisor(
   input clk,
   output clk_out, f_1s, clk_4hz);
   flip_flop_t a0 ( clk, 1, s0);
   flip_flop_t a1 ( s0 , 1, s1);
   flip_flop_t a2 ( s1 ,  1, s2);
   flip_flop_t a3 ( s2 ,  1, s3);
   flip_flop_t a4 ( s3 ,  1, s4);
   flip_flop_t a5 ( s4 ,  1, s5);
   flip_flop_t a6 ( s5 ,  1, s6);
   flip_flop_t a7 ( s6 ,  1, s7);
   flip_flop_t a8 ( s7 ,  1, s8);
   flip_flop_t a10 ( s8 ,  1, s9);
   flip_flop_t a11 ( s9 ,  1, s10);
   flip_flop_t a12 ( s10,  1, s11);
   flip_flop_t a13 ( s11,  1, s12);
   flip_flop_t a14 ( s12,  1, s13);
   flip_flop_t a15 ( s13,  1, s14);
   flip_flop_t a16 ( s14,  1, s15);
   flip_flop_t a17 ( s15,  1, s16);
   flip_flop_t a18 ( s16,  1, s17);
   flip_flop_t a19 ( s17,  1, s18);
   flip_flop_t a20 ( s18,  1, s19);
   flip_flop_t a21 ( s19,  1, s20);
   flip_flop_t a22 ( s20,  1, s21);
   flip_flop_t a23 ( s21,  1, s22);
   flip_flop_t a24 ( s22,  1, s23);
   flip_flop_t a25 ( s23,  1, f_1s);
	assign clk_4hz = s22;
   assign clk_out = s18;
endmodule 
module flip_flop_t(clk,t,q);
input clk,t;
output reg q;
always @ (posedge clk)begin
    if(t == 0)
        q <= q;
    else 
        q = ~q;
end
endmodule 
==> ./run.sh <==
#!/bin/bash
# OpenROAD 26Q1-2900-gdf79404cd8, Yosys 0.63+post, stock flow scripts
make -C /OpenROAD-flow-scripts/flow DESIGN_CONFIG=/design/flow/config.mk WORK_HOME=/design/flow/orfs finish
==> ./config.mk <==
export PLATFORM = sky130hd
export DESIGN_NAME = divisor
export DESIGN_NICKNAME = divisor
export VERILOG_FILES = /design/flow/design.v
export SDC_FILE = /design/flow/constraint.sdc
export NUM_CORES = 4
export LEC_CHECK = 1
export CORE_AREA = 10 10 77 77
export DIE_AREA = 0 0 87 87
==> ./constraint.sdc <==
current_design divisor

set clk_period 1.0
set clk_io_pct 0.2

create_clock -name clk0 -period $clk_period [get_ports {clk}]

set non_clock_inputs [all_inputs -no_clocks]
set_input_delay [expr $clk_period * $clk_io_pct] -clock clk0 $non_clock_inputs
set_output_delay [expr $clk_period * $clk_io_pct] -clock clk0 [all_outputs]
==> GITHUB_STEP_SUMMARY <==
### Metrics collected by this job

| Metric | Value |
|---|---|
| Layout cells sized above 1 | `0%` |
| First DRT Iteration DRCs | `0` |
| Worst r2r path cells | `1` |
| Maximum operating frequency | `~2200 MHz` |
| I/O Pins | `4` |
| Worst path slowest cell | `dfxtp_1` |
| Initial antenna violation count | `0` |
| CP Class | `register to register` |
| Number of hold buffers added after cts | `0` |
| Family with the most delay on the worst path | `flip-flops` |
| Die Height | `about 87 microns` |
| Crit Reg-Reg Endpoint | `a0.q$_DFF_P_` |
| Vias per cell | `roughly 2.4` |
| CP Max Fanout | `2` |
| Register pins left without a clock | `24` |
| Total track usage | `under 10%` |
| First-pass GRT wire length | `917 microns` |
| Post-synth seq share | `a little over four fifths` |
| Yosys synthesis chip area | `~600 sq um` |
| Worst path bufs/invs | `1` |
| Final HPWL DP | `between 400 and 500 microns` |
| # diodes | `0` |
| DR pass1 iterations | `1` |
| Core Util, Final | `~16%` |
| Outcome | `completed` |
| Adder-cell share of the synthesized area | `0%` |
| GPL Wtd Cong | `0.661` |
| Max Slew Vio Count | `0` |
| FF-to-FF Start | `a0.q$_DFF_P_` |
| Largest net degree at the start of global routing | `4` |
| Slew HR | `between 90% and 100%` |
| Row cnt | `24` |
| Fin crit share | `45.1%` |
| Pre-Place Util | `13.6%` |
| FF+latch count, synth | `25` |
| Crit start category | `register` |
| Clock Latency Late Sink | `0 ns` |
| Peak VDD IR | `about 0.17 mV` |
| R2R setup slack | `0.55 ns` |
| Area of the core | `roughly 0.0044 sq mm` |
| Synth area leaders | `dfxtp_1, inv_1` |
| Total grt overflow | `0` |
| Leakage power | `~0.22 nW` |
| Final wirelength | `~500 microns` |
| Fin crit period | `0.451 ns` |
| Die W | `around 87 microns` |
| Placed insts | `~110` |
| Post-synthesis cell count from yosys | `around 50` |
| Syn avg cell area | `between 10 and 15 sq um` |
| Pwr Density | `59.1 mW/mm^2` |
| Tool Warnings | `28` |
| Final Hold Vio Count | `0` |
| RSZ-0062 raised after global routing | `no` |
| Mux cell area share | `0%` |
| Synthesized instance count | `around 50` |
| WL per Instance | `slightly below 5 microns` |
| Area share, top type | `84.2%` |
| Distinct lib cells | `2` |
| Final setup viols | `0` |
| Area growth syn-to-layout | `16.0%` |
| Arrival time worst endpoint | `roughly 0.34 ns` |
| Port-buffer cells | `3` |
| Endpoints left unconstrained | `27` |
| Worst Hold Depth | `1` |
| Logic area | `0 sq um` |
| Comb_multi_in | `0` |
| DRC | `0` |
| Post-Synthesis Cell Area | `just under 600 sq um` |
| Yosys simple share | `0%` |
| Clk slew on worst S/H paths | `0 ns` |
| Worst hold start | `a0.q$_DFF_P_` |
| Setup_tns | `0 ns` |
| Chip area | `between 0.007 and 0.008 sq mm` |
| Total number of vias | `roughly 250` |
| CTS resizes | `0` |
| Worst slew pin tran | `0.103 ns` |
| CP cell instances | `inv_1` |
| Area leader, netlist | `dfxtp_1` |
| XOR-XNOR Cells, Area Fraction | `0%` |
| Critical Path Sink Type | `register` |
| Vias in the first global route | `253` |
| Logic family by area | `buffers and inverters` |
| Top Layout Cells | `inv_1, dfxtp_1, clkdlybuf4s50_1` |
| WP data required | `between 0.8 and 0.9 ns` |
| CP peak stage delay | `approximately 0.3 ns` |
| Layout Cells excl Fill | `around 110` |
| Synth Area in Compound Gates | `0%` |
| Max-Cap Viols | `0` |
| Skew final | `0 ns` |
| ANT nets after route | `0` |
| HP Class | `register to register` |
| Hold Path Sink | `a0.q$_DFF_P_` |
| Setup Buffers After CTS | `0` |
| Yosys warns | `~50` |
layout make-up:
class	instances	area, sq um
Fill cell	467	3660
Inverter	25	93.8
Sequential cell	25	500
Tap cell	52	65.1
Timing Repair Buffer	3	30.0
through the flow:
| step | hold slack [ns] | setup slack, ns | area [sq um] | power [mW] |
|---|---|---|---|---|
| 4_1_cts | 0.365 | 0.546 | 689 | 0.0407 |
| 5_1_grt | 0.395 | 0.514 | 689 | 0.0407 |
| 3_3_place_gp | 0.358 | 0.554 | 689 | 0.0407 |
| 2_1_floorplan | 0.350 | 0.564 | 594 | 0.0407 |
| 3_5_place_dp | 0.365 | 0.546 | 689 | 0.0407 |
| 6_report | 0.363 | 0.549 | 689 | 0.0407 |
worst max path at each step:
stage                         from  slack (ns)  depth (start not counted)            to
after CTS             a0.q$_DFF_P_        0.55                          1  a0.q$_DFF_P_
after global routing  a0.q$_DFF_P_        0.51                          1  a0.q$_DFF_P_
final                 a0.q$_DFF_P_        0.55                          1  a0.q$_DFF_P_
per-layer routing:
layer / vias to the layer above / global-route usage (%) / part of all wire (%)
met5: - / 0 / 0
met4: 0 / 0 / 0
met3: 0 / 0 / 6.0
met2: 4 / 2.60 / 45
met1: 116 / 1.69 / 49
li1: 132 / - / -
logic make-up after synthesis:
group	count (synthesis)
flip-flops	25
buffers and inverters	25
report_power, final:
part	leakage [nW]	switching (mW)	internal, mW
logic	0.0151	0	0
registers	0.201	0	0.0407
clock network	0	0	0
synth_stat cells, drive strengths merged:
cell type   n
dfxtp      25
inv        25
No activity file was given, so power comes from the tool's default toggle rates.
